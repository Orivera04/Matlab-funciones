==> ./design.v <==
`timescale 1 ns / 1 ns
module statecnt (clk, enable, reset, adj, sync, i_wf, q_wf);
input  clk;     
input  enable;     
input  reset;     
input  [1:0] adj;   
output sync;    
output i_wf;    
output q_wf;    
reg sync_r;
reg i_wf_r;
reg q_wf_r;
parameter LEAD_START  = 5'b 00000;   
parameter NORMAL_START = 5'b 00001;   
parameter LAG_START = 5'b 00010;
parameter STATE_3 = 5'b 00011;
parameter STATE_4 = 5'b 00100;
parameter STATE_5 = 5'b 00101;
parameter STATE_6 = 5'b 00110;
parameter STATE_7 = 5'b 00111;
parameter STATE_8 = 5'b 01000;
parameter STATE_9 = 5'b 01001;
parameter STATE_A = 5'b 01010;
parameter STATE_B = 5'b 01011;
parameter STATE_C = 5'b 01100;
parameter STATE_D = 5'b 01101;
parameter STATE_E = 5'b 01110;
parameter STATE_F = 5'b 01111;
parameter DECODE_ME = 5'b 10000;   
reg [4:0] state;
reg [4:0] next_state;
always @ (posedge clk)
  begin : seq
  if (reset == 1'b 1)
    #1 state <= NORMAL_START;
  else if (enable == 1'b 1)
    #1 state <= next_state;
  end
always @(state or adj)
  begin : com
  case (state)
    LEAD_START      : #1 next_state <= NORMAL_START;
    NORMAL_START    : #1 next_state <= LAG_START;
    LAG_START       : #1 next_state <= STATE_3;    
    STATE_3         : #1 next_state <= STATE_4;
    STATE_4         : #1 next_state <= STATE_5;
    STATE_5         : #1 next_state <= STATE_6;
    STATE_6         : #1 next_state <= STATE_7;
    STATE_7         : #1 next_state <= STATE_8;
    STATE_8         : #1 next_state <= STATE_9;
    STATE_9         : #1 next_state <= STATE_A;
    STATE_A         : #1 next_state <= STATE_B;
    STATE_B         : #1 next_state <= STATE_C;
    STATE_C         : #1 next_state <= STATE_D;
    STATE_D         : #1 next_state <= STATE_E;
    STATE_E         : #1 next_state <= STATE_F;
    STATE_F         : #1 next_state <= DECODE_ME;
    DECODE_ME       : 
      begin
      if (adj == 2'b 00)
        #1 next_state <= NORMAL_START;
      else if (adj == 2'b 01)
        #1 next_state <= LAG_START;
      else
        #1 next_state <= LEAD_START;
      end  
    default         : #1 next_state <= NORMAL_START;
  endcase
  case (state) 
    LEAD_START :
      begin
      i_wf_r <= 1'b 0;
      q_wf_r <= 1'b 1;
      sync_r <= 1'b 0;
      end
    NORMAL_START, 
    LAG_START, 
    STATE_3,
    STATE_4 :
      begin
      i_wf_r <= 1'b 1;
      q_wf_r <= 1'b 1;
      sync_r <= 1'b 0;
      end
    STATE_5, 
    STATE_6, 
    STATE_7, 
    STATE_8 :
      begin
      i_wf_r <= 1'b 1;
      q_wf_r <= 1'b 0;
      sync_r <= 1'b 0;
      end
    STATE_9, 
    STATE_A, 
    STATE_B, 
    STATE_C :
      begin
      i_wf_r <= 1'b 0;
      q_wf_r <= 1'b 0;
      sync_r <= 1'b 0;
      end
    STATE_D, 
    STATE_E, 
    STATE_F : 
      begin
      i_wf_r <= 1'b 0;
      q_wf_r <= 1'b 1;
      sync_r <= 1'b 0;
      end
    DECODE_ME :
      begin
      i_wf_r <= 1'b 0;
      q_wf_r <= 1'b 1;
      sync_r <= 1'b 1;
      end
    default :
      begin
      i_wf_r <= 1'b 0;
      q_wf_r <= 1'b 1;
      sync_r <= 1'b 0;
      end
  endcase
  end
  assign #1 i_wf = i_wf_r;
  assign #1 q_wf = q_wf_r;
  assign #1 sync = sync_r;
endmodule   
==> ./run.sh <==
#!/bin/bash
# OpenROAD 26Q1-2900-gdf79404cd8, Yosys 0.63+post, stock flow scripts
make -C /OpenROAD-flow-scripts/flow DESIGN_CONFIG=/design/flow/config.mk WORK_HOME=/design/flow/orfs finish
==> ./config.mk <==
export PLATFORM = sky130hd
export DESIGN_NAME = statecnt
export DESIGN_NICKNAME = statecnt
export VERILOG_FILES = /design/flow/design.v
export SDC_FILE = /design/flow/constraint.sdc
export NUM_CORES = 4
export LEC_CHECK = 1
export CORE_AREA = 10 10 75 75
export DIE_AREA = 0 0 85 85
==> ./constraint.sdc <==
current_design statecnt

set clk_period 2.7
set clk_io_pct 0.2

create_clock -name clk0 -period $clk_period [get_ports {clk}]

set non_clock_inputs [all_inputs -no_clocks]
set_input_delay [expr $clk_period * $clk_io_pct] -clock clk0 $non_clock_inputs
set_output_delay [expr $clk_period * $clk_io_pct] -clock clk0 [all_outputs]
==> notes.md <==
Results of the full flow below.

Global routing:
- The run puts the total routing usage reported by global routing at 2.48%.
- The first global-routing pass estimated 1510 um of wire.
- The via count of the first global-routing pass was 359.
- The run gives the sum of overflow across all layers after global routing as 0.
- The run gives the number of antenna violations at the first check in global routing as 0.
- The run puts the maximum number of pins on one net before global-route repair at 10.

Synth:
- By area the synthesized netlist is led by sky130_fd_sc_hd__dfxtp_1 41%, sky130_fd_sc_hd__a21oi_1 5.1%, sky130_fd_sc_hd__nor2_1 3.8%, sky130_fd_sc_hd__a31oi_1 3.2%, sky130_fd_sc_hd__nor2b_1 3.2%.
- The run puts the count of synthesis-stage warnings from yosys at 1.
- The run puts the area fraction of the dominant cell type after synthesis at 40.5%.
- The run gives the flip-flop and latch count after synthesis as 8.
- The run gives the cell with the most instances after synthesis as sky130_fd_sc_hd__dfxtp_1.
- The run gives the top cell type by total area after synthesis as sky130_fd_sc_hd__dfxtp_1.
- The synthesis report names the predominant flop master as sky130_fd_sc_hd__dfxtp_1.
- Per the Yosys statistics, synthesis produced 45 cells.
- The run gives the mean post-synth cell area as 8.79 sq um.
- The run puts the post-synthesis async set-or-reset flop share at 0%.
- The run puts the number of standard cells after synthesis at 45.
- The run puts the synthesized chip area reported by yosys at 395 sq um.
- The run puts the number of distinct library cells after synthesis at 26.
- In the synthesized netlist, the cells that appear most often are 8 x sky130_fd_sc_hd__dfxtp_1, 4 x sky130_fd_sc_hd__a21oi_1, 4 x sky130_fd_sc_hd__nor2_1, 3 x sky130_fd_sc_hd__nand2_1.
- The run gives the cell area after synthesis as 395 sq um.
- The run puts the number of synthesized flops with an enable pin at 0.
- The run puts the sequential cell area fraction in the yosys report at 40.5%.

Pwr:
- The script extracted a total leakage power of 0.000185 uW.
- The run gives the worst supply voltage drop on vdd as 0.000100 V.
- The run puts the power density relative to cell area at 546 nW/um^2.

Run:
- The run gives the max capacitance violation total as 0.
- The run gives the warning total across the stage logs as 25.

Detailed routing:
- The run gives the average vias per placed instance as 3.45.
- The run puts the detailed router's first-iteration violation count at 39.
- The run puts the DRC violations left at 0.
- The run gives the diode insertion count for antenna repair as 0.
- Per the detailed-route log, wirelength across all metal layers totals 920 um.
- The run puts the number of vias in the routed layout at 359.
- The run gives the detailed-route wire length per cell as 8.85 um.
- The run puts the iteration tally of the first detailed-router pass at 4.
- The detail route stage leaves a number of antenna-violating nets equal to 0.

Critical path:
- The run puts the peak fanout along the critical path at 9.
- The run gives the classification of the worst setup path as in2reg.
- The worst setup path is captured at a flip-flop.
- The longest incremental delay of any stage on the critical path is reported as 0.63 ns.
- The run gives the worst flop-to-flop path startpoint as state[0].
- Measured in cells, the most critical reg-to-reg path has a length of 6.
- The worst register-to-register path has a setup slack of 0.84 ns.
- The cell sequence reported for the critical path is clkdlybuf4s50_1, nor2b_1, a311o_1, a31oi_1, inv_2, nor3b_2, mux2_1.
- The slowest stage of the critical path is the sky130_fd_sc_hd__clkdlybuf4s50_1 cell.
- The worst setup path is launched from an input pin.
- At the worst endpoint, the arrival time is 2.44 ns.
- The worst register-to-register path ends at i_wf.
- The run gives the cell family with the largest share of critical-path delay as buffers and inverters.
- Per the post-run analysis, buffers plus inverters along the critical path come to 2.
- The run puts the data required time of the worst path at 2.81 ns.

Place:
- The run gives the number of I/O port buffers as 7.
- The run puts the detailed-placement wirelength estimate at 715 um.
- The run gives the final RePlAce weighted congestion as 0.820.
- The run gives the placed instance count as 101.

Final timing:
- The run gives the setup clock skew after layout as 0.00248 ns.
- The run puts the post-route setup TNS at 0 ns.
- Setup repair after global routing left no endpoint under its margin.
- The run gives the slew at the pin closest to its max-slew limit as 0.283 ns.
- From the final report, the count of setup violators was given as 0.
- Hold is met by 0.570 ns.
- Counting endpoints that fail hold in the final report gives 0.
- The run puts the number of pins with negative max-slew slack in the final report at 0.
- The run gives the fraction of the cycle the final worst path needs as 86.4%.
- The run gives the headroom to the max-slew limit as 81.1%.
- The run puts the fmax at 429 MHz.
- The run puts the final critical-path required period at 2.33 ns.

Clock tree:
- The run puts the source-to-sink clock delay at the later pin of the worst-skew pair at 0.22 ns.
- In this run the number of H-tree levels came out at 1.
- The run puts the largest buffer count on any clock path at 2.
- Counting the buffers created by CTS gives 3.
- The run puts the hold buffer count at CTS at 0.
- The cell sitting at the root of the clock tree is a sky130_fd_sc_hd__clkbuf_8.
- The report lists the number of cells resized after CTS as 0.
- On the reported timing paths, the clock transition at the registers reads 0.04 ns.
- TritonCTS built the clock tree.
- The run gives the number of setup buffers added after CTS as 0.
- The run gives the number of clock sinks seen by CTS as 8.

Final layout:
- The run puts the core utilization of the finished layout at 13.8%.
- The run puts the signed area change from the synthesized netlist to the final layout at 42.1%.
- The run puts the count of non-filler cells in the finished layout at 104.
- In the final layout, the share of cells above drive strength 1 is 11.1%.

Die:
- The run puts the vertical die size at 85 um.
- The run puts the core footprint at 4060 sq um.
- The run puts the row count at 23.
- The run puts the width of the chip at 85 um.
- The chip occupies 7230 sq um.
- The floorplan step records an initial core utilization of 9.74%.
- 8 I/O pins were placed.

Outcome:
- The flow ran to the end, and the final reports show no timing, DRC or antenna violations.

Hold path:
- The run gives the number of stages on the worst hold path as 2.
- The min-delay analysis places its worst path in the category reg2reg.
- The worst hold path terminates at state[3].
- Looking at hold timing, the worst path starts from state[3].
[worst reg2reg max path, cell delays in order (launching register included)]
cell and delay [ns]:
sky130_fd_sc_hd__dfxtp_1 0.44, sky130_fd_sc_hd__nand2b_1 0.11, sky130_fd_sc_hd__a311o_1 0.32, sky130_fd_sc_hd__a31oi_1 0.24
sky130_fd_sc_hd__inv_2 0.07, sky130_fd_sc_hd__nor3b_2 0.23, sky130_fd_sc_hd__mux2_1 0.33
[state kept, by name, indices dropped and copies added, names as in the netlist]
signal / count
q_wf: 1
i_wf: 1
state: 5
sync: 1
[routing by layer]
metal	global-route usage, %	vias up	share of wire [%]	wire length, um
met5	0	-	0	0
met4	0.599	0	0.76	7
met3	1.35	2	5.2	48
met2	4.84	3	56	514
met1	2.09	168	38	350
li1	-	186	-	-
[logic make-up (layout without fill, tap and decap cells)]
group                  after synthesis  after routing  share of synthesized area, %
and+or+nand+nor                     20             20                          30.7
DFF                                  8              8                          40.5
AOI/OAI and AO/OA                   12             12                          19.6
buffers and inverters                3             12                          3.80
muxes                                2              2                          5.38
[power by group]
part | internal (uW) | switching, uW | total (uW)
sequential | 125 | 6.65 | 131
clock | 96.1 | 41.6 | 138
combinational | 21.7 | 16.1 | 37.8
total | 243 | 64.4 | 307
[placed cells by master, fill, tap and decap left out, types with 2 or more instances in the layout]
master and instances:
sky130_fd_sc_hd__nand2_1 3, sky130_fd_sc_hd__clkbuf_8 3, sky130_fd_sc_hd__o21ai_0 2, sky130_fd_sc_hd__nor2b_1 2, sky130_fd_sc_hd__clkdlybuf4s50_1 7, sky130_fd_sc_hd__inv_2 2, sky130_fd_sc_hd__dfxtp_1 8, sky130_fd_sc_hd__a31oi_1 2
sky130_fd_sc_hd__nor2_1 4, sky130_fd_sc_hd__a21oi_1 4
[layout make-up]
type	instances	area, sq um
fillers	450	3500
multi-input cells	34	220
flip-flops and latches	8	160
repair buffers	7	70.1
well taps	50	62.6
clock buffers	3	41.3
inverters	2	7.51
[metrics by stage]
step                      total power [uW]  setup slack, ns  area (sq um)
final                                  307            0.368           562
after global routing                   323            0.249           562
after CTS                              313            0.370           562
after detailed placement               171            0.163           520
after global placement                 170            0.195           520
after floorplan                        155            0.811           395
[how the worst max path moves through the flow]
stage      end  slack (ns)  startpoint  depth (start not counted)
4_1_cts   i_wf        0.37      enable                          7
5_1_grt   q_wf        0.25      enable                          6
6_report  i_wf        0.37      enable                          7
No activity file was given, so power comes from the tool's default toggle rates.
