==> design/flow/design.v <==
`timescale 1 ns / 1 ns
module iqconv (clk, enable, reset, i_wf, q_wf, samp, isum, qsum);
input clk ;     
input enable ;     
input reset ;     
input i_wf ;    
input q_wf ;  
input samp ;  
output [4:0] isum;  
output [4:0] qsum;    
wire  idect;
wire  qdect;
reg  [4:0] icntv;
reg  [4:0] qcntv; 
wire [4:0] isum_internal;
wire [4:0] qsum_internal;
assign #1 idect = samp ^ i_wf;   
assign #1 qdect = samp ^ q_wf;
assign isum_internal = icntv + idect;
assign qsum_internal = qcntv + qdect;
always @(posedge clk)
  begin : iqc_proc
  if (reset == 1'b 1)             
    begin
    icntv <= 5'b 00000;   
    qcntv <= 5'b 00000;   
    end
  else if (enable == 1'b 1)
    begin
    icntv <= isum_internal;        
    qcntv <= qsum_internal;       
    end
 end  
assign #1 isum = isum_internal;
assign #1 qsum = qsum_internal;
endmodule  
==> design/flow/run.sh <==
#!/bin/bash
# OpenROAD 26Q1-2900-gdf79404cd8, Yosys 0.63+post, stock flow scripts
make -C /OpenROAD-flow-scripts/flow DESIGN_CONFIG=/design/flow/config.mk WORK_HOME=/design/flow/orfs finish
==> design/flow/config.mk <==
export PLATFORM = sky130hd
export DESIGN_NAME = iqconv
export DESIGN_NICKNAME = iqconv
export VERILOG_FILES = /design/flow/design.v
export SDC_FILE = /design/flow/constraint.sdc
export NUM_CORES = 4
export LEC_CHECK = 1
export CORE_AREA = 10 10 72 72
export DIE_AREA = 0 0 82 82
==> design/flow/constraint.sdc <==
current_design iqconv

set clk_period 2.1
set clk_io_pct 0.2

create_clock -name clk0 -period $clk_period [get_ports {clk}]

set non_clock_inputs [all_inputs -no_clocks]
set_input_delay [expr $clk_period * $clk_io_pct] -clock clk0 $non_clock_inputs
set_output_delay [expr $clk_period * $clk_io_pct] -clock clk0 [all_outputs]
==> impl_metrics.csv <==
group,metric,value,unit
detailed_routing,post_drt_wl_per_cell,10.6,um
synth,async_reset_ff_share,0,%
final_timing,worst_pin_slew,486,ps
floorplan,die_x,82,um
job,warnings,25,
grt,grt_pass1_vias,478,
final_timing,clock_skew,5.50,ps
job,drv_cap,0,
hold_path,hold_start,"qcntv[0]",
placed_design,post-place-ws,-640,ps
critical_path,crit_required,1680,ps
floorplan,core_area,0.00369,mm2
power,leakage,0.000441,uW
final_layout,logic_area,408,um2
final_timing,rsz0062_at_grt,"no",
floorplan,chipArea,0.00672,mm2
floorplan,fp_util,16.0,%
final_layout,fillers,402,
clock_tree,cts_num_sinks,10,
floorplan,rows,22,
clock_tree,insertion_delay,240,ps
synth,ys_seq_elements,10,
final_layout,seq_area,200,um2
synth,avgSynthCellArea,10.2,um2
synth,synth.distinct_cells,18,
grt,antenna_found_initial,0,
critical_path,worstSetupPathType,"primary input to primary output",
final_timing,setup_violations,0,
critical_path,cp.arrival,1580,ps
critical_path,worstSetupEndpointType,"primary output",
clock_tree,cts.clk_slew.worst_paths,50,ps
clock_tree,cts_buffers,3,
final_timing,relSlewSlack,67.5,%
critical_path,path_max_fanout,2,
synth,yosysMostFrequentCell,"dfxtp_1",
synth,synthCells,58,
critical_path,worstSetupStartpointType,"primary input",
hold_path,whs_path_depth,2,
final_layout,drive_gt1_share,37.6,%
final_timing,worst_slack,95.3,ps
power,powerDensity,577,mW/mm2
grt,track_usage,4.11,%
final_timing,max_freq,0.499,GHz
clock_tree,cts_htree_levels,1,
synth,synth-edff-count,0,
final_timing,drv_slew,0,
clock_tree,cts_root_buf,"clkbuf_8",
hold_path,min_path_type,"flop to flop",
synth,ys.flop_type,"dfxtp_1",
grt,grt_pass1_wl,2210,um
floorplan,ios,16,
detailed_routing,drtAntennaViolNets,0,
synth,ys_area,589,um2
floorplan,die_h,82,um
detailed_routing,drc_errors,0,
critical_path,r2r-end,"icntv[4]",
final_timing,min_period,2000,ps
clock_tree,ctsLongestPathBuffers,2,
detailed_routing,drt-total-wl,1410,um
final_timing,hold_viol,0,
hold_path,min_to,"qcntv[0]",
placed_design,portBuffers,15,
detailed_routing,via_per_inst,3.86,
synth,ys_top_cells_by_count,"dfxtp_1 (10), nor2_1 (8)",
clock_tree,cts_tree,"built",
final_layout,final_util,25.0,%
placed_design,gp_congestion,0.733,
synth,synth_seq_share,34.0,%
synth,yosysWarnings,1,
power,vdd_drop_max,0.000296,V
final_timing,setup_tns,0,ps
final_timing,period_used_share,95.5,%
power,power.total,532,uW
final_layout,synthToLayoutAreaGrowth,56.3,%
critical_path,rr_worst_depth,7,
run_status,status,"completed",
detailed_routing,drt_iter0_drc,14,
grt,grt_overflow_total,0,
critical_path,r2r_setup_slack,560,ps
detailed_routing,dr_total_vias,513,
placed_design,dpl.hpwl,1020,um
detailed_routing,antenna_cells,0,
synth,synth_top_cell_by_area,"dfxtp_1",
synth,synth.top_cell.area_share,34.0,%
grt,grt_max_degree,15,
synth,synth_area,589,um2
critical_path,crit_path_start,"q_wf",
critical_path,r2r-start,"icntv[0]",
synth,area_leaders,"dfxtp_1 (34%), ha_1 (8.5%), mux2i_1 (6.8%), xnor2_1 (5.9%), xor2_1 (5.9%)",
synth,yosys_cells,58,
detailed_routing,drt_first_pass_iters,2,
-- sequential cells by signal (all words and copies together), names as in the netlist --
name,cells
qcntv,5
icntv,5
-- final cells by class --
class                   count  area share (%)
well taps                  48            6.52
clock buffers               4            5.98
repair buffers             25            21.5
flip-flops and latches     10            21.7
multi-input cells          46            44.3
-- routing by layer --
metal  share of wire (%)  vias up  GRT usage (%)  wire (um)
li1                    -      265              -          -
met4                   0        0          0.340          0
met2                  44       13           5.96        620
met1                  48      235           5.52        675
met3                 8.4        0           2.20        119
met5                   0        -              0          0
-- critical path: stages --
cell             delay, ps
dlygate4sd2_1          240
xor2_1                 140
ha_2                   320
clkdlybuf4s50_1        460
-- power breakdown --
group	switching, uW	internal, uW	total (uW)
logic	32.0	54.0	86.0
clock network	77.7	165	243
registers	6.09	197	203
total	116	416	532
-- repair_timing --
action | 4_1_cts | 5_1_grt
endpoints found under the setup margin | 10 | 4
gates resized | 33 | 3
setup buffers | 5 | 0
pin swaps | 8 | 6
hold buffers | 0 | 0
-- worst max path at each step --
stage / endpoint / slack [ps] / cells after the start
4_1_cts: isum[2] / 40 / 8
5_1_grt: qsum[4] / 20 / 7
6_report: qsum[0] / 100 / 4
-- placed cells by master (no fill, tap or decap) --
cell | Yosys | final
mux2_4 | 2 | 2
nand3b_1 | 2 | 2
dfxtp_1 | 10 | 10
buf_4 | 0 | 7
nand4_1 | 2 | 2
a21oi_1 | 2 | 2
and2b_1 | 2 | 2
ha_4 | 0 | 2
nor2b_1 | 2 | 2
nand4_2 | 2 | 2
a21bo_2 | 2 | 2
nor2_1 | 8 | 8
ha_2 | 0 | 2
clkbuf_2 | 0 | 2
clkbuf_8 | 0 | 4
nand3_2 | 0 | 1
dlygate4sd2_1 | 0 | 3
xnor2_1 | 4 | 4
clkdlybuf4s50_1 | 0 | 4
nand3_1 | 4 | 3
clkdlybuf4s15_1 | 0 | 1
mux2_1 | 2 | 2
xor2_1 | 4 | 4
mux2i_1 | 4 | 4
buf_6 | 1 | 3
buf_2 | 1 | 5
-- per-stage QoR --
stage          instances  area [um2]  hold slack, ps
2_1_floorplan         58         589             467
3_3_place_gp         124         821             480
3_5_place_dp         124         821             498
4_1_cts              133         930             516
5_1_grt              133         921             541
6_report             133         921             516
-- cells by family (layout without fill, tap and decap cells) --
group	count (synthesis)	count (layout)	synth area share, %
simple gates	22	22	22.1
mux	8	8	15.7
fa+ha+maj	4	4	8.49
buf+inv	2	29	2.76
compound gates	4	4	5.10
flops	10	10	34.0
xor+xnor	8	8	11.9
Power and IR drop assume default switching activity.
