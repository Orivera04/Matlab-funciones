==> flow/design.v <==
module modsimrand(clk, clk_en, reset, dout);
   input clk, clk_en, reset;
   output [31:0] dout;
   reg [31:0] 	 regfile [54:0];
   integer i;
   always @ (posedge clk)
     begin 
	if (clk_en == 1'b1) begin
    	   if (reset == 1'b1) begin
	      for (i=54;i>=0;i = i-1) 
		begin
		   regfile[i] <= 32'hffffffff;
		end
	   end
    	   else begin
	      for (i=54;i>=1;i = i-1)
		begin
		   regfile[i] <= regfile[i-1];
		end
	      regfile[0] <= regfile[54] + regfile[23];
	   end
	end 
     end  
   assign dout = regfile[0];
endmodule  
==> flow/run.sh <==
#!/bin/bash
# OpenROAD 26Q1-2900-gdf79404cd8, Yosys 0.63+post, stock flow scripts
make -C /OpenROAD-flow-scripts/flow DESIGN_CONFIG=/design/flow/config.mk WORK_HOME=/design/flow/orfs finish
==> flow/config.mk <==
export PLATFORM = sky130hd
export DESIGN_NAME = modsimrand
export DESIGN_NICKNAME = modsimrand
export VERILOG_FILES = /design/flow/design.v
export SDC_FILE = /design/flow/constraint.sdc
export NUM_CORES = 4
export LEC_CHECK = 1
export CORE_UTILIZATION = 40
==> flow/constraint.sdc <==
current_design modsimrand

set clk_period 13.7
set clk_io_pct 0.2

create_clock -name clk0 -period $clk_period [get_ports {clk}]

set non_clock_inputs [all_inputs -no_clocks]
set_input_delay [expr $clk_period * $clk_io_pct] -clock clk0 $non_clock_inputs
set_output_delay [expr $clk_period * $clk_io_pct] -clock clk0 [all_outputs]
==> flow_metrics.tcl <==
# yosys + openroad results
set metrics [dict create \
    cts_buffers 170 \
    syn_inst 3983 \
    core_mm2 0.165 \
    fillers 13823 \
    async_flop_share_pct 0 \
    grt_overflow_total 0 \
    drive_above_1_share_pct 48.5 \
    htreeDepth 4 \
    warnings 56 \
    vias 28768 \
    grt_pass1_vias 27769 \
    power.density_mw_per_mm2 142 \
    maxSlewViolCount 0 \
    fp.dieW_um 410 \
    p_int_mw 8.48 \
    grtUsageTotal_pct 11.8 \
    mostFrequentLayoutCells "edfxtp_1 (1760), or2_2 (1731), clkbuf_16 (170), nand2_1 (47), clkinv_1 (42)" \
    period_used_pct 41.4 \
    power_mw 10.6 \
    utilization_pct 45.1 \
    ir_drop_v 0.000127 \
    dp_slack_ps 7210 \
    cts.clk_slew.worst_paths_ps 70 \
    final_cells 6357 \
    power.leakage_nw 18.4 \
    ys_cells 3983 \
    cts_hold_buf 0 \
    syn_to_final_growth_pct 11.9 \
    ys.flop_type "edfxtp_1" \
    crit_chain "buf_16, buf_4, buf_4, buf_4, buf_4" \
    seqPwrFrac_pct 56.2 \
    r2r_slack_ps 10140 \
    dp_hpwl_um 42800 \
    combGateArea_mm2 0.0127 \
    clock-skew-final_ps 16.9 \
    top_regs "regfile x1760" \
    fmax_mhz 176 \
    holdPathEnd "regfile[31][2]" \
    rr_endpoint "regfile[0][26]" \
    placed_cell_area_mm2 0.0691 \
    drt_iter0_markers 2284 \
    setup_viol 0 \
    cp_max_fo 106 \
    synth_warnings 2 \
    cts.path.max_buffers 3 \
    cts.repair.resized 0 \
    cpMostUsedCell "buf_4" \
    ys_area_mm2 0.0664 \
    swShare_pct 19.9 \
    place_inst 6043 \
    worstSetupPathType "input port to register" \
    worst_pin_slew_ps 811 \
    period_needed_ps 5670 \
    hold_class "register to register" \
    num_rows 149 \
    fin_setup_tns_ps 0 \
    p_comb_share_pct 1.9 \
    regArea_mm2 0.0529 \
    die_area_mm2 0.168 \
    io_buffers 34 \
    ys_ff 1760 \
    switchingPower_mw 2.11 \
    fin_ws_ps 8030 \
    top_register "regfile" \
    firstDrtPassIters 4 \
    end_kind "register" \
    vias_per_cell 4.53 \
    cts_setup_buffers 0 \
    crit_required_ps 14100 \
    syn_area_mm2 0.0664 \
    routabilityCongestion 0.806 \
    min_path_cells 1 \
    yosysUniqueCellTypes 55 \
    root_buffer "clkbuf_16" \
    fp_util_pct 40.3 \
    grt_pass1_wl_um 149000 \
    postRouteWirelength_um 90300 \
    cts_tree "built" \
    largest_reg_flops 1760 \
    post_drt_wl_per_cell_um 14.2 \
    grt_start_max_net_pins 153 \
    antenna_found_initial 0 \
    status "complete, no violations" \
    edf_count 1760 \
    start_kind "input port" \
    cap_violations 0 \
    design_area_mm2 0.0743 \
    finalHoldViolations 0 \
    rsz0062_at_grt "no" \
    cp.arrival_ps 6070 \
    maxSlewHeadroom_pct 45.9 \
    pwr-share-clk_pct 41.9 \
    insertion_delay_ps 780 \
    ios 35 \
    max_stage_delay_ps 730 \
    r2r_cells 8 \
    cts_sinks 1760 \
    layout_top_cell "edfxtp_1" \
    critical-path-slowest-cell "buf_4" \
    ys_seq_share_pct 79.5 \
    die-height_um 410 \
    final.hold.worst_slack_ps 482 \
    postRouteAntennaNets 0 \
    synth.avg_cell_area_um2 16.7 \
    hold_path.startpoint "regfile[30][2]" \
    r2r-start "regfile[23][0]" \
    drcViolationCount 0 \
]
worst max path at each step:
stage,endpoint,cells after the start,from,slack (ps)
after global routing,regfile[45][19],6,reset,7640
final,regfile[39][11],5,clk_en,8030
after CTS,regfile[34][14],5,clk_en,8090
final cells by class:
| class | instances | area share (%) |
|---|---|---|
| well taps | 2189 | 3.68 |
| diodes | 1 | 0.00337 |
| clock inverters | 103 | 1.17 |
| inverters | 6 | 0.0303 |
| clock buffers | 210 | 5.92 |
| multi-input cells | 2010 | 17.1 |
| flip-flops and latches | 1760 | 71.1 |
| repair buffers | 78 | 1.00 |
cells by family (layout without fill, tap and decap cells):
group	Yosys count	after routing	synth area share (%)
AND-OR/OR-AND	105	105	1.08
XOR/XNOR	20	20	0.264
adder cells (fa/ha/maj)	32	32	0.614
buffers and inverters	213	397	1.32
flip-flops	1760	1760	79.5
multiplexers	4	4	0.0603
other	0	1	0
AND/OR/NAND/NOR	1849	1849	17.1
worst max-delay path, delay by kind of cell:
kind,cells,cell delay [ps]
buffers and inverters,5,3080
metal layers:
metal	vias up	global-route usage (%)	routed length, µm
met5	-	0	0
met4	0	2.62	2210
met3	168	6.25	9740
met2	600	14.3	35700
met1	13956	20.7	42600
li1	14044	-	-
cells in the mapped netlist (all sizes together) (3+ instances only):
cell type  number  area share (%)
a211oi          8           0.098
a21o           16            0.18
a21oi          28            0.22
a31oi          10            0.10
and2            4           0.043
and3            5           0.049
buf             4           0.051
clkbuf        202             1.2
edfxtp       1760              80
ha             31            0.58
inv             6           0.034
mux2i           4           0.060
nand2          47            0.27
nand3           8           0.068
nand4           7           0.066
nor2           32            0.18
nor2b           5           0.047
nor3            3           0.023
o21a            7           0.079
o21ai          17            0.13
o21bai          5           0.057
or2          1731              16
xnor2           9            0.12
xor2           11            0.14
power groups by stage:
stage | sequential, mW | clock (mW) | combinational (mW)
5_1_grt | 5.95 | 4.80 | 0.233
4_1_cts | 5.95 | 4.60 | 0.213
6_report | 5.95 | 4.44 | 0.204
No activity file was given, so power comes from the tool's default toggle rates.
